### ./design.v
module Clock_divider
(
    clock_in,
    clock_out,
    div
);
    input clock_in;
    output reg clock_out;
    reg[27:0] counter=28'd0;
    input reg [27:0] div;
    always @(posedge clock_in)
    begin
        counter <= counter + 28'd1;
        if(counter>=(div-1))
            counter <= 28'd0;
        clock_out <= (counter<div/2)?1'b1:1'b0;
    end
endmodule
module top(input           clk_25mhz,
           input [4:0]  gp,
           output [4:0] gn,
           output [7:0] led,
           output       wifi_gpio0);
   assign wifi_gpio0 = 1'b1;
   reg [7:0]            o_led;
   reg [7:0]            byteValue;
   assign led= o_led;
   wire [23:0]          noteTicks;
   reg [7:0]            modulationValue;
   reg                  note_on;
   reg                  byte_ready;
   reg                  note_on;
   wire [7:0]           note;
   wire [7:0]           controllerNumber;
   wire [7:0]           controllerValue;
   wire                 controllerReady;
   reg signed [23:0]           l,r;
   MidiProcessor midiprocessor(clk_25mhz, gp[0], note_on, note, controllerNumber, controllerValue, controllerReady);
   wire                 din, lrclk, bclk, audioclk;
   reg [2:0]            adsr_state;
   reg                  mclk;
   I2Seasy i2s_instance (.sclk(clk_25mhz),   
                         .mclk(mclk), .bclk(bclk), .lrclk(lrclk), .audioclk(audioclk),
                         .loutData(din),  
                         .inLeft(l), .inRight(r) );
   assign gn[0] = din;   assign gn[1] = bclk;   assign gn[2] = lrclk;   assign gn[3] = mclk;
   wire [2:0]           adsr_state;
   reg [23:0]           l1,r1;
   VoiceDistributor voice_distributor(.mclk(clk_25mhz), .note_on(note_on), .note(note),
                                      .controllerNumber(controllerNumber), .controllerValue(controllerValue), .controllerReady(controllerReady),
                                      .l(l1), .r(r1));
   always @(posedge mclk) begin
      o_led[0] <= note_on;
      o_led[1] <= !note_on;
      l <= l1;
      r <= r1;
   end
endmodule  
module VoiceDistributor(input wire mclk,
                        input wire                note_on, input wire [7:0] note,
                        input wire [7:0] controllerNumber, input wire [7:0] controllerValue, input wire controllerReady,
                        output wire signed [23:0] l, output wire signed [23:0] r);
   localparam                                voices=4;
   wire [23:0]                                    sampleTicks;
   reg [23:0]           lv[0:15],rv[0:15];
   reg             free1;
   reg [4:0]       i = 0;
   reg [4:0]       ishort = 0;
   reg         [7:0]    oldNote = 0;
   reg [23:0]           noteTicks;
   reg             voice_on [0:voices];
   reg [7:0]       voice_note [0:voices];
   reg [23:0]      voice_noteTicks [0:voices];
   wire       voice_free [0:voices];
   genvar voice_i;
   generate
      for (voice_i = 0; voice_i < voices; voice_i = voice_i + 1) begin : gen_loop
            Voice voice(.mclk(mclk), .gate_in(voice_on[voice_i]), .noteTicks(voice_noteTicks[voice_i]),
                        .controllerNumber(controllerNumber), .controllerValue(controllerValue), .controllerReady(controllerReady),
                        .l(lv[voice_i]), .r(rv[voice_i]), .free(voice_free[voice_i]));
      end
   endgenerate
   MidiNoteNumberToSampleTicks midiNoteNumberToSampleTicks(.mclk(mclk), .midiNoteNumber(note), .noteSampleTicks(noteTicks));
   always @(posedge mclk) begin
      for (ishort = 0 ; ishort < voices ; ishort = ishort + 1) begin
         if (!note_on && voice_note[ishort] == note && !voice_free[ishort])
           voice_on[ishort] <= 1'b0;
      end
      if (note_on && voice_free[i]) begin
         voice_note[i] <= note;
         voice_noteTicks[i] <= noteTicks;
         voice_on[i] <= 1'b1;
      end
      if (note_on && !voice_free[i] && voice_note[i] != note)
        if (i==voices-1)
          i <= 0;
        else
          i = i + 1;
      l <= lv[0] + lv[1] + lv[2] + lv[3] + lv[4];
      r <= rv[0] + rv[1] + rv[2] + rv[3] + rv[4];
   end
endmodule
module Voice(input mclk, input gate_in, input wire [23:0] noteTicks,
             input wire [7:0]          controllerNumber, input wire [7:0] controllerValue, input wire controllerReady,
             output wire signed [23:0] l, output wire signed [23:0] r, output free);
   wire mclk;
   reg [15:0]  factor;
   reg [15:0]  op1_factor;
   reg [15:0]  op2_factor;
   reg signed [23:0] amplitude;
   wire [2:0]        adsr_state;
   wire signed [23:0] op1_audio;
   wire signed [23:0] op2_audio;
   wire signed [23:0] audio;
   wire               free;
   reg [7:0]          divider = 0;
   assign amplitude = { 9'b0, factor[15:0] };  
   assign free = (adsr_state == 0);
   SineWave sine_wave_op2(mclk, noteTicks/4, op2_audio);
   SineWave sine_wave_op1(mclk, noteTicks/2 + (op2_audio*op2_factor)/1024, op1_audio);
   SineWave sine_wave2(mclk, noteTicks + (op1_audio*op1_factor)/1024, audio);
   ADSR adsr(.clk(mclk), .gate(gate_in),
             .attack_step(16'd2500), . attack_level(16'd1024),
             .decay_step(16'd2500),
             .sustain_level(16'd512),
             .release_step(16'd1000),
             .factor(factor),
             .adsr_state(adsr_state));
   ADSR adsr_op1(.clk(mclk), .gate(gate_in),
             .attack_step(16'd2500), . attack_level(16'd1024),
             .decay_step(16'd2500),
             .sustain_level(16'd1),
             .release_step(16'd1000),
             .factor(op1_factor));
   ADSR adsr_op2(.clk(mclk), .gate(gate_in),
             .attack_step(16'd5000), . attack_level(16'd1024),
             .decay_step(16'd5000),
             .sustain_level(16'd1),
             .release_step(16'd1000),
             .factor(op2_factor));
   always @(posedge mclk) begin
      l <=  audio * amplitude * 4;
      r <=  audio * amplitude * 4;
   end
endmodule
module SquareWave(input clk, input [23:0] noteTicks, output [23:0] audio);
   wire clockaudio, clocktick;
   wire [23:0] noteTicks;
   wire [23:0] audio= clockaudio ? 24'b11111111111 : 24'b0;
   Clock_divider clockdivider_for_clktick ( .clock_in(clk), .clock_out(clocktick), .div(8192) );
   Clock_divider clockdivider_for_audioclk ( .clock_in(clocktick), .clock_out(clockaudio), .div(noteTicks) );
endmodule
module SineWave(input clk, input [23:0] noteTicks, output [23:0] audio);
   localparam points=1024;
   wire       clk;
   reg [23:0] table [points-1:0];
      reg [9:0] phase;
      reg [32:0] tickCounter = 32'd0;
      wire signed [23:0] audio;
      wire               clockaudio;
      initial $readmemh("sine.mem", table);
         always @(posedge clk) begin
            tickCounter <= tickCounter + 32'd1;
            if (tickCounter>=noteTicks-1) begin
               tickCounter <= 32'd0;
               phase <= phase + 13'd1;
            end
            audio <= table[phase];
            end
endmodule
module ADSR(input clk, input gate,
            input [15:0]  attack_step, input [15:0] attack_level,
            input [15:0]  decay_step,
            input [15:0]  sustain_level,
            input [15:0]  release_step,
            output [15:0] factor, output [2:0] adsr_state);
   wire clk;
   reg [31:0] phase = 32'd0;
   reg signed [15:0] factor;
   wire              gate;
   reg               old = 0;
   reg               on = 0;
   reg [32:0]        stepCount = 32'd0;
   localparam
                     off_state = 3'd0,
                     attack_state = 3'd1,
                     decay_state = 3'd2,
                     sustain_state = 3'd3,
                     release_state = 3'd4;
   reg [2:0]         state = off_state;
   reg [2:0]         adsr_state;
   always @(posedge clk) begin
      adsr_state <= state;
      if (state != off_state) begin
         phase <= phase + 1;
         stepCount <= stepCount + 15'd1;
      end
      case(state)
        off_state: begin
           if (gate)
             state <= attack_state;
           factor <= 0;
           stepCount <= 0;
           phase <= 0;
        end
        attack_state: begin
           if (!gate) begin
              state <= release_state;
              stepCount <= 0;
              phase <= 0;
           end
           if (factor == attack_level) begin
              stepCount <= 0;
              phase <= 0;
              state <= decay_state;
           end
           if (stepCount > attack_step) begin
              factor <= factor + 16'd1;
              stepCount <= 32'd0;
           end
        end
        decay_state: begin
           if (!gate) begin
              state <= release_state;
              stepCount <= 0;
              phase <= 0;
           end
           if (factor == sustain_level) begin
              stepCount <= 0;
              phase <= 0;
              state <= sustain_state;
           end
           if (stepCount > decay_step) begin
              factor <= factor - 16'd1;
              stepCount <= 32'd0;
           end
        end
        sustain_state: begin
           if (!gate) begin
              state <= release_state;
              stepCount <= 0;
              phase <= 0;
           end
        end
        release_state: begin
           if (gate) begin
              state <= attack_state;
              stepCount <= 0;
              phase <= 0;
           end
           if (factor == 0)
             state <= off_state;
           if (stepCount > release_step) begin
              factor <= factor - 16'd1;
              stepCount <= 32'd0;
           end
        end
      endcase
   end
endmodule
### ./sine.mem

6
c
12
19
1f
25
2b
32
38
3e
45
4b
51
57
5e
64
6a
70
77
7d
83
89
90
96
9c
a2
a8
af
b5
bb
c1
c7
cd
d4
da
e0
e6
ec
f2
f8
fe
104
10b
111
117
11d
123
129
12f
135
13b
141
147
14d
153
158
15e
164
16a
170
176
17c
182
187
18d
193
199
19e
1a4
1aa
1b0
1b5
1bb
1c1
1c6
1cc
1d2
1d7
1dd
1e2
1e8
1ed
1f3
1f8
1fe
203
209
20e
213
219
21e
223
229
22e
233
238
23e
243
248
24d
252
257
25c
261
267
26c
271
275
27a
27f
284
289
28e
293
298
29c
2a1
2a6
2ab
2af
2b4
2b8
2bd
2c2
2c6
2cb
2cf
2d4
2d8
2dc
2e1
2e5
2e9
2ee
2f2
2f6
2fa
2ff
303
307
30b
30f
313
317
31b
31f
323
327
32b
32e
332
336
33a
33d
341
345
348
34c
34f
353
356
35a
35d
361
364
367
36b
36e
371
374
377
37a
37e
381
384
387
38a
38c
38f
392
395
398
39a
39d
3a0
3a2
3a5
3a8
3aa
3ad
3af
3b2
3b4
3b6
3b9
3bb
3bd
3bf
3c2
3c4
3c6
3c8
3ca
3cc
3ce
3d0
3d2
3d3
3d5
3d7
3d9
3da
3dc
3de
3df
3e1
3e2
3e4
3e5
3e7
3e8
3e9
3eb
3ec
3ed
3ee
3ef
3f0
3f1
3f2
3f3
3f4
3f5
3f6
3f7
3f8
3f9
3f9
3fa
3fb
3fb
3fc
3fc
3fd
3fd
3fe
3fe
3fe
3ff
3ff
3ff
3ff
3ff
3ff
3ff
400
3ff
3ff
3ff
3ff
3ff
3ff
3ff
3fe
3fe
3fe
3fd
3fd
3fc
3fc
3fb
3fb
3fa
3f9
3f9
3f8
3f7
3f6
3f5
3f4
3f3
3f2
3f1
3f0
3ef
3ee
3ed
3ec
3eb
3e9
3e8
3e7
3e5
3e4
3e2
3e1
3df
3de
3dc
3da
3d9
3d7
3d5
3d3
3d2
3d0
3ce
3cc
3ca
3c8
3c6
3c4
3c2
3bf
3bd
3bb
3b9
3b6
3b4
3b2
3af
3ad
3aa
3a8
3a5
3a2
3a0
39d
39a
398
395
392
38f
38c
38a
387
384
381
37e
37a
377
374
371
36e
36b
367
364
361
35d
35a
356
353
34f
34c
348
345
341
33d
33a
336
332
32e
32b
327
323
31f
31b
317
313
30f
30b
307
303
2ff
2fa
2f6
2f2
2ee
2e9
2e5
2e1
2dc
2d8
2d4
2cf
2cb
2c6
2c2
2bd
2b8
2b4
2af
2ab
2a6
2a1
29c
298
293
28e
289
284
27f
27a
275
271
26c
267
261
25c
257
252
24d
248
243
23e
238
233
22e
229
223
21e
219
213
20e
209
203
1fe
1f8
1f3
1ed
1e8
1e2
1dd
1d7
1d2
1cc
1c6
1c1
1bb
1b5
1b0
1aa
1a4
19e
199
193
18d
187
182
17c
176
170
16a
164
15e
158
153
14d
147
141
13b
135
12f
129
123
11d
117
111
10b
104
fe
f8
f2
ec
e6
e0
da
d4
cd
c7
c1
bb
b5
af
a8
a2
9c
96
90
89
83
7d
77
70
6a
64
5e
57
51
4b
45
3e
38
32
2b
25
1f
19
12
c
6

fffffa
fffff4
ffffee
ffffe7
ffffe1
ffffdb
ffffd5
ffffce
ffffc8
ffffc2
ffffbb
ffffb5
ffffaf
ffffa9
ffffa2
ffff9c
ffff96
ffff90
ffff89
ffff83
ffff7d
ffff77
ffff70
ffff6a
ffff64
ffff5e
ffff58
ffff51
ffff4b
ffff45
ffff3f
ffff39
ffff33
ffff2c
ffff26
ffff20
ffff1a
ffff14
ffff0e
ffff08
ffff02
fffefc
fffef5
fffeef
fffee9
fffee3
fffedd
fffed7
fffed1
fffecb
fffec5
fffebf
fffeb9
fffeb3
fffead
fffea8
fffea2
fffe9c
fffe96
fffe90
fffe8a
fffe84
fffe7e
fffe79
fffe73
fffe6d
fffe67
fffe62
fffe5c
fffe56
fffe50
fffe4b
fffe45
fffe3f
fffe3a
fffe34
fffe2e
fffe29
fffe23
fffe1e
fffe18
fffe13
fffe0d
fffe08
fffe02
fffdfd
fffdf7
fffdf2
fffded
fffde7
fffde2
fffddd
fffdd7
fffdd2
fffdcd
fffdc8
fffdc2
fffdbd
fffdb8
fffdb3
fffdae
fffda9
fffda4
fffd9f
fffd99
fffd94
fffd8f
fffd8b
fffd86
fffd81
fffd7c
fffd77
fffd72
fffd6d
fffd68
fffd64
fffd5f
fffd5a
fffd55
fffd51
fffd4c
fffd48
fffd43
fffd3e
fffd3a
fffd35
fffd31
fffd2c
fffd28
fffd24
fffd1f
fffd1b
fffd17
fffd12
fffd0e
fffd0a
fffd06
fffd01
fffcfd
fffcf9
fffcf5
fffcf1
fffced
fffce9
fffce5
fffce1
fffcdd
fffcd9
fffcd5
fffcd2
fffcce
fffcca
fffcc6
fffcc3
fffcbf
fffcbb
fffcb8
fffcb4
fffcb1
fffcad
fffcaa
fffca6
fffca3
fffc9f
fffc9c
fffc99
fffc95
fffc92
fffc8f
fffc8c
fffc89
fffc86
fffc82
fffc7f
fffc7c
fffc79
fffc76
fffc74
fffc71
fffc6e
fffc6b
fffc68
fffc66
fffc63
fffc60
fffc5e
fffc5b
fffc58
fffc56
fffc53
fffc51
fffc4e
fffc4c
fffc4a
fffc47
fffc45
fffc43
fffc41
fffc3e
fffc3c
fffc3a
fffc38
fffc36
fffc34
fffc32
fffc30
fffc2e
fffc2d
fffc2b
fffc29
fffc27
fffc26
fffc24
fffc22
fffc21
fffc1f
fffc1e
fffc1c
fffc1b
fffc19
fffc18
fffc17
fffc15
fffc14
fffc13
fffc12
fffc11
fffc10
fffc0f
fffc0e
fffc0d
fffc0c
fffc0b
fffc0a
fffc09
fffc08
fffc07
fffc07
fffc06
fffc05
fffc05
fffc04
fffc04
fffc03
fffc03
fffc02
fffc02
fffc02
fffc01
fffc01
fffc01
fffc01
fffc01
fffc01
fffc01
fffc00
fffc01
fffc01
fffc01
fffc01
fffc01
fffc01
fffc01
fffc02
fffc02
fffc02
fffc03
fffc03
fffc04
fffc04
fffc05
fffc05
fffc06
fffc07
fffc07
fffc08
fffc09
fffc0a
fffc0b
fffc0c
fffc0d
fffc0e
fffc0f
fffc10
fffc11
fffc12
fffc13
fffc14
fffc15
fffc17
fffc18
fffc19
fffc1b
fffc1c
fffc1e
fffc1f
fffc21
fffc22
fffc24
fffc26
fffc27
fffc29
fffc2b
fffc2d
fffc2e
fffc30
fffc32
fffc34
fffc36
fffc38
fffc3a
fffc3c
fffc3e
fffc41
fffc43
fffc45
fffc47
fffc4a
fffc4c
fffc4e
fffc51
fffc53
fffc56
fffc58
fffc5b
fffc5e
fffc60
fffc63
fffc66
fffc68
fffc6b
fffc6e
fffc71
fffc74
fffc76
fffc79
fffc7c
fffc7f
fffc82
fffc86
fffc89
fffc8c
fffc8f
fffc92
fffc95
fffc99
fffc9c
fffc9f
fffca3
fffca6
fffcaa
fffcad
fffcb1
fffcb4
fffcb8
fffcbb
fffcbf
fffcc3
fffcc6
fffcca
fffcce
fffcd2
fffcd5
fffcd9
fffcdd
fffce1
fffce5
fffce9
fffced
fffcf1
fffcf5
fffcf9
fffcfd
fffd01
fffd06
fffd0a
fffd0e
fffd12
fffd17
fffd1b
fffd1f
fffd24
fffd28
fffd2c
fffd31
fffd35
fffd3a
fffd3e
fffd43
fffd48
fffd4c
fffd51
fffd55
fffd5a
fffd5f
fffd64
fffd68
fffd6d
fffd72
fffd77
fffd7c
fffd81
fffd86
fffd8b
fffd8f
fffd94
fffd99
fffd9f
fffda4
fffda9
fffdae
fffdb3
fffdb8
fffdbd
fffdc2
fffdc8
fffdcd
fffdd2
fffdd7
fffddd
fffde2
fffde7
fffded
fffdf2
fffdf7
fffdfd
fffe02
fffe08
fffe0d
fffe13
fffe18
fffe1e
fffe23
fffe29
fffe2e
fffe34
fffe3a
fffe3f
fffe45
fffe4b
fffe50
fffe56
fffe5c
fffe62
fffe67
fffe6d
fffe73
fffe79
fffe7e
fffe84
fffe8a
fffe90
fffe96
fffe9c
fffea2
fffea8
fffead
fffeb3
fffeb9
fffebf
fffec5
fffecb
fffed1
fffed7
fffedd
fffee3
fffee9
fffeef
fffef5
fffefc
ffff02
ffff08
ffff0e
ffff14
ffff1a
ffff20
ffff26
ffff2c
ffff33
ffff39
ffff3f
ffff45
ffff4b
ffff51
ffff58
ffff5e
ffff64
ffff6a
ffff70
ffff77
ffff7d
ffff83
ffff89
ffff90
ffff96
ffff9c
ffffa2
ffffa9
ffffaf
ffffb5
ffffbb
ffffc2
ffffc8
ffffce
ffffd5
ffffdb
ffffe1
ffffe7
ffffee
fffff4
fffffa

### ./run.sh
#!/bin/bash
# OpenROAD 26Q1-2900-gdf79404cd8, Yosys 0.63+post, stock flow scripts
make -C /OpenROAD-flow-scripts/flow DESIGN_CONFIG=/design/flow/config.mk WORK_HOME=/design/flow/orfs finish
### ./config.mk
export PLATFORM = sky130hd
export DESIGN_NAME = SquareWave
export DESIGN_NICKNAME = SquareWave
export VERILOG_FILES = /design/flow/design.v
export SDC_FILE = /design/flow/constraint.sdc
export NUM_CORES = 4
export LEC_CHECK = 1
export CORE_UTILIZATION = 50
### ./constraint.sdc
current_design SquareWave

set clk_period 5.0
set clk_io_pct 0.2

create_clock -name clk0 -period $clk_period [get_ports {clk}]

set non_clock_inputs [all_inputs -no_clocks]
set_input_delay [expr $clk_period * $clk_io_pct] -clock clk0 $non_clock_inputs
set_output_delay [expr $clk_period * $clk_io_pct] -clock clk0 [all_outputs]
==> summary.txt <==
Implementation results are summarized by area below.

Detailed routing
The antenna diode instance count is 0. The first-iteration detailed-routing DRC count is 67. Per the detailed-route log, wirelength across all metal layers totals 6884 um. The via count is 2926. The count of nets left with antenna violations once routing finished came out at 0. The routed via count divided by cell count is 5.010.

The DRC violations left is 0. In the log, the iteration count for the first detailed-route pass is 4. Per the detail_route report, routed wire per instance is 11.79 um.

Pwr
The power per cell area is 114.4 nW/um^2. The leakage power total is 1.886 nW. Across the VDD grid, the largest voltage drop is 0.2457 mV.

Final timing
Looking at the max-slew report, the worst-margin pin has a slew of 601.1 ps. The smallest clock period supported by the final layout is computed as 1518 ps. The clock skew after layout is 4.768 ps. Timing would allow up to 658.6 MHz. For this run, the final setup violation count is recorded as 0. The count of endpoints without a timing constraint is 40.

The ratio of final minimum period to clock period is 30.37%. The number of register pins that no clock reaches is 29. The final timing report lists a hold violation count of 0. The relative max-transition margin is 59.37%. After routing, the total negative slack on setup checks comes to 0 ps. Setup repair after global routing left no endpoint under its margin. Per the final report, max-transition violations number 0.

Clock network
TritonCTS built the clock tree. For this design, the CTS-stage hold fixing added 0 buffers. The clock latency at the later pin of the worst-skew pair is 270 ps. The number of buffers added by the clock tree synthesis step is 5. Once the clock tree was built, the setup fixing pass inserted 0 buffers.

For reference, the clock transition at the flip-flops on the worst setup and hold paths is 60 ps. The root cell of the clock tree is clkbuf_8. The maximum count of clock buffers along a single path is 2.

Looking at the clock tree report, the H-tree level count equals 2. The cell resize tally after clock tree synthesis is 0.

Logic synthesis
Yosys printed 3 warnings. The register area share after synthesis is 30.41%. Yosys reports that the most numerous cell types are nor2_1, dfxtp_1, ha_1, xnor2_1, inv_1. The fraction of post-synthesis cell area in the top cell type by area is 30.41%. Per the Yosys statistics, synthesis produced 443 cells. After synthesis, the chip area reported by Yosys is 3819 um^2.

The cell count after synthesis is 443. The most numerous cell in the Yosys netlist is nor2_1. Per the synth log, the flip-flop and latch total comes to 58.

The main flop type is dfxtp_1. Yosys mapped a number of flops with a built-in enable equal to 0. The synthesized area per cell is 8.620 um^2. After synthesis the cells add up to 3819 um^2.

Per the synthesis report, the number of distinct cell types is 44. Of all flip-flops after synthesis, the portion carrying an async set or reset was 0%. Looking at area per cell type in the netlist, the leader is dfxtp_1. In the post-synthesis netlist, the biggest area contributors are dfxtp_1, ha_1, xnor2_1.

Placement
For this run the detailed placement stage logged an HPWL of 5577 um. RePlAce ended its routability-driven mode at a weighted congestion of 0.8906. The number of port buffers is 35.

The instance count after placement with tap cells included is 576.

Setup path
The required time at the endpoint of the critical path is 5150 ps. The critical path capture point type is a flip-flop. The critical path startpoint category is a flip-flop. The most numerous cell on the critical path is nor2_1. The data arrival at the endpoint of the critical path is 1670 ps.

Traced cell by cell, the critical path runs through ha_1, nand2_1, nor2_1, and2_1, a31o_2, nor2_1. Along the worst path, the maximum fanout reaches 11. The highest cell delay on the worst timing path is 360 ps. The setup path with the least slack is of type flip-flop to flip-flop. The cell with the biggest individual delay on the critical path is dfxtp_1.

Floorplan
The effective utilization at floorplan is 52.09%. According to the floorplan report, the placeable core area is 7331 um^2. The row count is 31. The horizontal extent of the die is 89.39 um. During I/O placement, the number of pins put on the boundary was 49. The total die area is 7991 um^2. The die height is 89.39 um.

GRT
The global routing report lists combined usage of all routing layers as 19.23%. The number of antenna violations at the first check in global routing is 0. The largest net degree at the start of global routing is 30. The first-pass GRT wire length is 11650 um.

The number of global-route vias before repair is 2550. Global routing finished with a remaining overflow of 0.

Layout
The share of cells above drive strength 1 is 3.505%. From synthesis to final layout, the design area changed by 11.83%. The number of fillers in the final layout is 651. The final standard cell count with taps included and fillers excluded is 584. The layout report lists the combined flip-flop and latch area as 1161 um^2. The combinational gate area is 2432 um^2.

Outcome
The flow ran to the end, and the final reports show no timing, DRC or antenna violations.

Worst hold path
The type recorded for the worst min-delay path is flip-flop to flip-flop.

Job
The run reported a max-capacitance violation count of 0. The logs give a warning total of 25.
-- flip-flops by register name (all words and copies together) (netlist names) --
register / cells
clockdivider_for_audioclk.counter: 28
clockdivider_for_clktick.clock_out: 1
clockdivider_for_audioclk.clock_out: 1
clockdivider_for_clktick.counter: 28
-- cells by family after synthesis --
group | Yosys count | share of synthesized area [%]
compound gates | 47 | 8.389
xor+xnor | 56 | 12.84
fa+ha+maj | 53 | 17.37
buf+inv | 58 | 8.453
flops | 58 | 30.41
other cells | 1 | 0.09820
simple gates | 170 | 22.44
-- layer usage --
metal / GRT usage [%] / vias up / share of wire, %
met1: 29.60 / 1294 / 54
li1: - / 1576 / -
met3: 2.434 / 2 / 2.5
met5: 0 / - / 0
met4: 0.5772 / 0 / 0.19
met2: 31.44 / 54 / 44
-- cell type report --
type / count / share of cell area (%)
inverters: 30 / 2.637
repair buffers: 36 / 8.380
clock inverters: 2 / 0.2344
well taps: 99 / 2.901
clock buffers: 6 / 1.699
multi-input cells: 353 / 56.96
flip-flops and latches: 58 / 27.19
-- power by group --
part	total, W	leakage, nW	switching (W)	internal, W
Clock	0.000175	0.0450	0.0000788	0.0000960
Combinational	0.0000751	1.37	0.0000364	0.0000387
Sequential	0.000239	0.475	0.00000146	0.000237
-- placed cells by master (no fill, tap or decap), types with 2 or more instances in the layout --
cell type and instances:
a2111oi_0 2, a21o_1 7, a21oi_1 16, a221o_1 2, a31oi_1 3, and2_1 2, and3_1 10, and4_1 4
clkbuf_8 5, clkdlybuf4s50_1 35, clkinv_2 2, conb_1 27, dfxtp_1 58, ha_1 53, inv_1 30, nand2_1 22
nand3_1 19, nand4_1 18, nor2_1 65, nor3_1 10, nor4_1 8, o21a_1 2, o21ai_0 8, xnor2_1 40
xor2_1 16
-- worst paths after layout --
| kind | from | endpoint | slack [ps] | depth (start not counted) |
|---|---|---|---|---|
| worst min register to register | clockdivider_for_clktick.counter[0] | clockdivider_for_clktick.counter[0] | 460 | 1 |
| worst min-delay path | clockdivider_for_clktick.counter[0] | clockdivider_for_clktick.counter[0] | 460 | 1 |
| worst max register to register | clockdivider_for_clktick.counter[0] | clockdivider_for_clktick.counter[13] | 3480 | 6 |
| worst max-delay path | clockdivider_for_clktick.counter[0] | clockdivider_for_clktick.counter[13] | 3480 | 6 |
-- stage by stage --
stage / util [%] / total power (W) / hold WS, ps / worst slack (ps) / instance area, um^2
floorplan: - / 0.0002916 / 429.9 / 3472 / 3916
global placement: 57.13 / 0.0003185 / 437.1 / 3512 / 4188
global route: 58.25 / 0.0005211 / 506.1 / 3312 / 4270
detailed placement: 57.13 / 0.0003195 / 456.1 / 3481 / 4188
finish: 58.25 / 0.0004886 / 460.1 / 3482 / 4270
CTS: 58.25 / 0.0004934 / 469.2 / 3466 / 4270
-- critical path: cells and delay by family (launching register included) --
family | cells | cell delay [ps]
DFF | 1 | 360
adders and majority gates | 1 | 220
and+or+nand+nor | 4 | 500
AOI/OAI and AO/OA | 1 | 320
Power figures rest on the tool's default switching activity, not on a simulated workload.
