<file path="/design/flow/config.mk">
export PLATFORM = sky130hd
export DESIGN_NAME = MidiProcessor
export DESIGN_NICKNAME = MidiProcessor
export VERILOG_FILES = /design/flow/design.v
export SDC_FILE = /design/flow/constraint.sdc
export NUM_CORES = 4
export LEC_CHECK = 1
export CORE_UTILIZATION = 50
</file>
<file path="/design/flow/constraint.sdc">
current_design MidiProcessor

set clk_period 7.6
set clk_io_pct 0.2

create_clock -name clk0 -period $clk_period [get_ports {clk}]

set non_clock_inputs [all_inputs -no_clocks]
set_input_delay [expr $clk_period * $clk_io_pct] -clock clk0 $non_clock_inputs
set_output_delay [expr $clk_period * $clk_io_pct] -clock clk0 [all_outputs]
</file>
<file path="/design/flow/design.v">
module MidiByteReader(
	input 		 clk_25,
	input 		 MIDI_RX,
	output reg 	 isByteAvailable = 0,
	output reg [7:0] byteValue = 0,
	output reg       debug = 0,		      
	output reg 	 waitingForSignal = 0,
	output reg 	 signalAvailable = 0,
	output reg 	 byteComplete = 0, 
);
localparam
  midiTicks                 = 12'd800,   
  debounceTicks             = 12'd400,
  stateWaitingForSignal     = 8'd0,
  stateSignalAvailable      = 8'd1,
  stateByteComplete         = 8'd2;
  reg [7:0] midiState = stateWaitingForSignal;
  reg [7:0] bitNumber = 0;
  reg [11:0] midiCount = 0;
  reg [12:0] debounceCountDown = debounceTicks;
always @(posedge clk_25)
  begin
  case (midiState)
    stateWaitingForSignal:
      begin
        waitingForSignal<=1;
	signalAvailable<=0;
	byteComplete<=0;
        isByteAvailable <= 1'b0;
        if (MIDI_RX == 1'b0)
          begin
	    debounceCountDown <= debounceCountDown - 1'b1;
	    if (debounceCountDown == 12'b0)
	      begin
	        debounceCountDown <= debounceTicks;
		midiState <= stateSignalAvailable;
	        midiCount <= 1'b0;
		bitNumber <= 1'b0;
		byteValue <= 1'b0;
	      end
          end
	else
          debounceCountDown <= debounceTicks;
      end
    stateSignalAvailable:
      begin
        waitingForSignal<=0;
	signalAvailable<=1;
	byteComplete<=0;
	midiCount <= midiCount + 1'b1;
        if (midiCount == midiTicks)
	  begin
	    midiCount <= 1'b0;
	    bitNumber <= bitNumber + 1'b1;
             debug <= MIDI_RX;
            if (MIDI_RX == 1'b1)
	      begin
	      byteValue <= byteValue | (1'b1 << bitNumber);
	    end
            if (bitNumber == 8'd7)
	      midiState <= stateByteComplete;					
	    end
        end
    stateByteComplete:
      begin
        waitingForSignal<=0;
	signalAvailable<=0;
	byteComplete<=1;
	midiCount <= midiCount + 1'b1;
        if (midiCount == midiTicks)
	  begin
	    isByteAvailable <= 1'b1;				
	    midiState <= stateWaitingForSignal;
	  end			
      end
  endcase
end
endmodule
module MidiProcessor(
	input			 clk,
	input			 MIDI_RX,
	output reg		 isNoteOn,
	output reg [7:0] note,
	output reg [7:0] controllerNumber,
	output reg [7:0] controllerValue,
	output reg		 controllerReady
);
reg [3:0] status = 0;
reg [3:0] channel = 0;
reg [7:0] dataByte0 = 0;
reg [7:0] dataByte1 = 0;
reg [7:0] dataByte2 = 0;
reg [7:0] dataBytesReceivedCount = 0;
reg isDataByteAvailable = 0;
reg [7:0] note;
reg	controllerReady = 0;
reg controllerNumber = 0;
reg controllerValue = 0;
wire isByteAvailable;
wire [7:0] byteValue;
MidiByteReader midiByteReader(clk, MIDI_RX, isByteAvailable, byteValue);
always @(posedge clk)
begin
	if (isByteAvailable == 1'b1)
		begin
			if (byteValue < 8'h80)   
				begin
					case (dataBytesReceivedCount)
						0:
							begin
								dataByte0 <= byteValue;
								dataBytesReceivedCount <= 8'd1;
								isDataByteAvailable <= 1'b1;
							end
						1:
							begin
								dataByte1 <= byteValue;
								dataBytesReceivedCount <= 8'd2;
								isDataByteAvailable <= 1'b1;
							end
						2:
							begin
								dataByte2 <= byteValue;
								dataBytesReceivedCount <= 8'd3;
								isDataByteAvailable <= 1'b1;
							end
					endcase
				end
			else   
				begin
					status <= byteValue[7:4];
					channel <= byteValue[3:0];
					dataBytesReceivedCount <= 0;
				end
		end
	else if (isDataByteAvailable == 1'b1)
		begin
			isDataByteAvailable <= 1'b0;
			case (status)
				4'h8:   
					if (dataBytesReceivedCount == 2)
					    begin
								begin
									dataBytesReceivedCount <= 0;
									isNoteOn <= 1'b0;
								end
						end
				4'h9:   
					case (dataBytesReceivedCount)
						1:
							note = dataByte0;
						2:
							begin
								dataBytesReceivedCount <= 0;
								if (dataByte1 == 0)
									begin
										isNoteOn <= 1'b0;
									end
								else
									begin
										isNoteOn <= 1'b1;
									end
							end
					endcase
				4'hB:   
					case (dataBytesReceivedCount)
						1: begin
						   controllerReady <= 0;
						   controllerNumber <= dataByte0;
						end
						2:
							begin
							   dataBytesReceivedCount <= 0;
							   controllerValue <= dataByte1;
							end
					endcase
			endcase
		end  
end
endmodule
</file>
<file path="/design/flow/run.sh">
#!/bin/bash
# OpenROAD 26Q1-2900-gdf79404cd8, Yosys 0.63+post, stock flow scripts
make -C /OpenROAD-flow-scripts/flow DESIGN_CONFIG=/design/flow/config.mk WORK_HOME=/design/flow/orfs finish
</file>
==> results.json <==
{
  "status": "completed",
  "whs_ns": 0.448,
  "cts_hold_buf": 0,
  "htreeDepth": 3,
  "cp.arrival_ns": 2.98,
  "dp.final_hpwl_um": 4270,
  "cpMaxStageDelayCell": "a21oi_1",
  "synthCells": 295,
  "critPathCaptureType": "flop",
  "wl_um": 6170,
  "worstPathBufferInverterCount": 1,
  "top_cell": "edfxtp_1",
  "cts_root_buffer": "clkbuf_8",
  "synth-edff-count": 91,
  "synth_async_sr_flop_share_pct": 0,
  "num_antenna_cells": 0,
  "combinationalPowerShare_pct": 0.3,
  "clock-sinks": 92,
  "port-buffer-count": 26,
  "maxSlewHeadroom_pct": 45.9,
  "drive_above_1_share_pct": 9.94,
  "synth_seq_share_pct": 67.8,
  "fin_skew_ns": 0.00985,
  "drt-wirelength-per-cell_um": 14.2,
  "place_inst": 419,
  "crit_fanout": 8,
  "powerDensity_nw_per_um2": 195,
  "hold_start": "dataByte0[7]",
  "synthTopCellsByCount": "91 x edfxtp_1, 49 x nor2_1, 15 x xnor2_1, 14 x ha_1, 14 x nand2_1",
  "syn2layout_area_growth_pct": 14.5,
  "whs_path_depth": 0,
  "synth_warnings": 2,
  "fin_crit_ns": 3.00,
  "gp_congestion": 0.789,
  "hold_end": "note[7]",
  "max_freq_mhz": 334,
  "ant_nets": 0,
  "startpoint_type": "primary input",
  "ys_seq_elements": 92,
  "grt_first_pass_wirelength_um": 10300,
  "grt_overflow": 0,
  "ys_cells": 295,
  "ys_area_um2": 4060,
  "clkPwrFrac_pct": 39.3,
  "warnings": 34,
  "p_int_uw": 736,
  "die_w_um": 92.1,
  "fp.coreArea_um2": 7810,
  "die_area_um2": 8480,
  "p_sw_uw": 172,
  "top_cell_area_share_pct": 67.3,
  "path_cells": "clkdlybuf4s50_1, o21a_1, a21oi_1",
  "p_seq_share_pct": 60.4,
  "cpLargestDelayFamily": "AND-OR/OR-AND gates",
  "post_cts_buffers": 0,
  "cts.repair.resized": 0,
  "ios": 28,
  "insertion_delay_ns": 0.35,
  "reg2regPathDepth": 6,
  "grt_start_max_net_pins": 18,
  "finalHoldViolations": 0,
  "syn_area_um2": 4060,
  "tritoncts": "done",
  "path_class": "primary input to flop",
  "final_util_pct": 59.5,
  "cts.clk_slew.worst_paths_ns": 0.08,
  "fp-row-count": 32,
  "grt_use_total_pct": 16.8,
  "pre_cts_ws_ns": 4.18,
  "cp_data_required_time_ns": 7.59,
  "period_used_pct": 39.4,
  "die_h_um": 92.1,
  "setup_ws_ns": 4.60,
  "drc_errors": 0,
  "irDropWorstVdd_uv": 83.9,
  "routed-via-count": 2275,
  "reg2reg_to": "midiByteReader.bitNumber[3]",
  "clockBufferDepth": 2,
  "maxCapViolations": 0,
  "finalSetupViolCount": 0,
  "ys_types": 46,
  "rr_startpoint": "midiByteReader.debounceCountDown[0]",
  "setup_tns_ns": 0,
  "avgViaCountPerCell": 5.24,
  "cp_slowest_stage_delay_ns": 0.65,
  "grt_pass1_vias": 2179,
  "rsz0062_at_grt": "no",
  "drt_pass1_iterations": 4,
  "fin_cells": 434,
  "tightest_slew_ns": 0.812,
  "fp_util_pct": 52.0,
  "cts_buffers": 9,
  "ff_type": "edfxtp_1",
  "rrSetupSlack_ns": 4.91,
  "final_max_slew_viol_count": 0,
  "sw_frac_of_total_pct": 18.9,
  "antenna_found_initial": 0,
  "synthTopCellsByArea": "edfxtp_1 67%, nor2_1 4.5%, ha_1 4.3%",
  "leakagePower_nw": 1.53,
  "hold_class": "flop to flop",
  "drt_iter0_drc": 81,
  "top_area_cell": "edfxtp_1",
  "syn_area_per_cell_um2": 13.8
}
## area by class of cell
class                           instances  area (µm²)
Sequential cell                        92        2750
Fill cell                             608        3160
Multi-Input combinational cell        186        1240
Inverter                               12        45.0
Timing Repair Buffer                   27         268
Clock inverter                          6        93.8
Clock buffer                            9         124
Tap cell                              102         128
## worst register-to-register path, delay by kind of cell, from the launching register on
family | cells | cell delay, ns
adder cells (fa/ha/maj) | 1 | 0.15
buffers and inverters | 1 | 0.11
AND-OR/OR-AND | 2 | 0.94
AND/OR/NAND/NOR | 2 | 0.69
flip-flops | 1 | 0.44
## cell usage in the layout (no fill, tap or decap), types with 3 or more instances in the layout
| cell type | instances |
|---|---|
| a31oi_1 | 4 |
| nand2_1 | 14 |
| nor4_1 | 5 |
| and2_1 | 5 |
| edfxtp_1 | 91 |
| nor2b_1 | 5 |
| clkdlybuf4s50_1 | 26 |
| nor3_2 | 3 |
| xor2_1 | 10 |
| nor2_1 | 49 |
| inv_1 | 11 |
| nor3_1 | 4 |
| inv_6 | 3 |
| nand3_1 | 10 |
| a21oi_1 | 12 |
| or4_4 | 3 |
| clkbuf_8 | 9 |
| xnor2_1 | 15 |
| and3_1 | 6 |
| ha_1 | 14 |
## metrics by stage
step	cell area [µm²]	total power, mW
2_1_floorplan	4060	0.562
3_3_place_gp	4430	0.563
3_5_place_dp	4430	0.563
4_1_cts	4650	0.917
5_1_grt	4650	0.937
6_report	4650	0.908
## power by group through the flow
stage / Combinational, mW / Sequential, mW / Clock (mW)
global route: 0.00356 / 0.548 / 0.385
CTS: 0.00306 / 0.548 / 0.365
finish: 0.00302 / 0.548 / 0.357
## registers in the layout, summed over array words and instances (netlist names)
signal                            count
midiByteReader.debounceCountDown     13
midiByteReader.midiCount             12
controllerNumber                      8
controllerValue                       8
dataByte0                             8
dataByte1                             8
midiByteReader.bitNumber              8
midiByteReader.byteValue              8
note                                  8
status                                4
dataBytesReceivedCount                2
midiByteReader.midiState              2
isDataByteAvailable                   1
isNoteOn                              1
midiByteReader.isByteAvailable        1
## routing by layer
layer | share of wire, % | track usage (%) | wire [µm]
met5 | 0 | 0 | 0
met4 | 2.0 | 2.60 | 123
met3 | 4.6 | 3.97 | 285
met2 | 44 | 23.3 | 2690
met1 | 50 | 31.7 | 3070
## worst max-delay path by stage
stage	start	endpoint	depth (start not counted)
final	MIDI_RX	midiByteReader.bitNumber[3]	3
after global routing	MIDI_RX	midiByteReader.bitNumber[3]	3
after CTS	MIDI_RX	midiByteReader.bitNumber[3]	3
## cells by family (layout without fill, tap and decap cells)
family,after synthesis,in the layout,share of synthesized area [%]
simple gates,123,123,17.0
flops,92,92,67.8
xor+xnor,25,25,5.39
compound gates,22,22,3.39
buf+inv,17,54,1.73
fa+ha+maj,14,14,4.31
other cells,1,1,0.0924
mux,1,1,0.277
Power is estimated from default activity; no workload was simulated.
