<file path="flow/run.sh">
#!/bin/bash
# OpenROAD 26Q1-2900-gdf79404cd8, Yosys 0.63+post, stock flow scripts
make -C /OpenROAD-flow-scripts/flow DESIGN_CONFIG=/design/flow/config.mk WORK_HOME=/design/flow/orfs finish
</file>
<file path="flow/config.mk">
export PLATFORM = sky130hd
export DESIGN_NAME = I2SInterface
export DESIGN_NICKNAME = I2SInterface
export VERILOG_FILES = /design/flow/design.v
export SDC_FILE = /design/flow/constraint.sdc
export NUM_CORES = 4
export LEC_CHECK = 1
export CORE_UTILIZATION = 30
</file>
<file path="flow/constraint.sdc">
current_design I2SInterface

set clk_period 5.2
set clk_io_pct 0.2

create_clock -name clk0 -period $clk_period [get_ports {sclk}]

set non_clock_inputs [all_inputs -no_clocks]
set_input_delay [expr $clk_period * $clk_io_pct] -clock clk0 $non_clock_inputs
set_output_delay [expr $clk_period * $clk_io_pct] -clock clk0 [all_outputs]
</file>
<file path="flow/design.v">
module I2Seasy(
        input        sclk,
        output       mclk,
        output       loutData,
        output       lrclk,
        output       audioclk,
        output       bclk,
        input [23:0] inLeft,  
        input [23:0] inRight,  
   );
    wire [3:0]   clocks;
    wire          mclk;
    ecp5pll
       #(
         .in_hz(   25000000),
         .out0_hz( 50000000), .out0_tol_hz(0),
         .out1_hz( 6250000), .out1_tol_hz(0),
         .out2_hz( 6250000), .out2_tol_hz(0),
         .out3_hz( 6250000), .out3_tol_hz(0)
       )
    ecp5pll_inst
       (
        .clk_i(sclk),
        .clk_o(clocks)
       );
   assign mclk = sclk;
   wire           lrclk_div_2;
    Clock_divider  clockdivider_for_bclk
        ( .clock_in(mclk), .clock_out(bclk), .div(4));
    Clock_divider clockdivider_for_audioclk
        ( .clock_in(bclk), .clock_out(lrclk), .div(64) );
       Clock_divider clockdivider_for_audioclk2
        ( .clock_in(lrclk), .clock_out(lrclk_div_2), .div(2) );
    I2SInterface i2s_instance
       (
      .sclk(mclk),   
      .bclk(bclk),   
      .lr(lrclk_div_2),          
      .loutData(loutData),
      .inLeft(inLeft),
      .inRight(inRight),
      );
endmodule
module I2SInterface(
        input sclk,  
        input bclk,  
        input lr,  
        output loutData,  
        input [23:0] inLeft,  
        input [23:0] inRight,  
    );
    reg [63:0] outputShift;
    reg [1:0] bclkEdge;  
    reg [1:0] lrEdge;  
    reg frameSync;  
    always @(posedge sclk)
    begin
        if (lrEdge == 2'b10)
            frameSync <= 1'b1;
        else if (bclkEdge == 2'b01)
            frameSync <= 1'b0;
        if (bclkEdge == 2'b01)
        begin
            loutData <= outputShift[63];
            outputShift <= {outputShift[62:0], 1'b0};
        end
        else if (bclkEdge == 2'b00 && frameSync == 1'b1)
            outputShift <= {inLeft, 8'b0, inRight, 8'b0};
        bclkEdge <= {bclkEdge[0], bclk};
        lrEdge <= {lrEdge[0], lr};
    end
endmodule
</file>
==> Changelog: implementation <==
## Flow update

- Xor/xnor share: 0
- Clock sink count: 62
- Number of synthesized register bits: 62
- GPL Wtd Cong: 0.714
- First-pass DRT Iterations: 4
- R2R setup slack: 3.17 ns
- Post-synth seq share: 0.719
- Fp_density: 0.308
- Worst-case clock skew: 0.00330 ns
- Clock Root Buffer: clkbuf_8
- # DRC: 0
- Die Area: 8770 µm²
- Yosys stat area: 2520 µm²
- Highest metal layer with signal wires: met4
- DRT iter0 DRCs: 70
- Total vias in the final route: 1267
- AO/OA Area Share: 0.00248
- Fin. Hold Viols: 0
- Syn_area_per_cell: 19.4 µm²
- Max Slew Vio Count: 0
- Worst-path cell chain: clkdlybuf4s50_1
- Crit path buf inv count: 1
- Synthesized cell area: 2520 µm²
- Final-layout fill cell count: 763
- GRT overflow: 0
- Clock Tree Buf Depth: 2
- # resized after CTS: 0
- Highest achievable clock rate: 467 MHz
- Routed Wire Length: 3.79 mm
- Arr. time, crit path: 1.10 ns
- Register area: 1810 µm²
- Max incr delay on CP: 0.46 ns
- TritonCTS Buffers: 9
- Max cap viols: 0
- Period utilization: 0.412
- Most frequent cells in the layout: edfxtp_1 (57), clkdlybuf4s50_1 (51), mux2_2 (38), mux2_4 (9), clkbuf_8 (9)
- Met3 wire len: 402 µm
- Met1 wire length: 1.85 mm
- WL per Instance: 12.7 µm
- Tool Warnings: 25
- Largest net degree at the start of global routing: 40
- Tightest Pin Transition: 0.767 ns
- GR Util All Layers: 0.0988
- Multi-input logic area: 654 µm²
- Max_slew headroom: 0.487
- Setup TNS Final: 0 ns
- Area delta synth->final: 30.2%
- H-Tree Depth: 3
- Antenna diodes: 0
- Worst Setup Start Kind: flop
- Mux cell area share: 0.223
- Die H: 93.7 µm
- Critical path's top delay family: buffers and inverters
- First-pass GRT wire length: 6.22 mm
- Peak supply drop: 0.000133 V
- Min Tclk post-route: 2.14 ns
- Post-CTS setup buffers: 0
- Late-Pin Clk Latency: 0.33 ns
- Flip-flops with a built-in enable: 57
- Setup violators final: 0
- Synth cell types: 14
- Post-DP HPWL: 2.31 mm
- Worst Hold Launch: lrEdge[0]$_DFF_P_
- CTS tree: yes
- CP Launch Point: loutData$_DFFE_PP_
- Row cnt: 33
- Mapped Cells: 130
- Simple-gate portion of the synthesized area: 0.0308
- Largest logic family: multiplexers
- Clock transition at the registers of the reported paths: 0.06 ns
- Slowest-stage cell, CP: clkdlybuf4s50_1
- Setup crit end kind: primary output
- Die Wd: 93.7 µm
- Antenna-violating nets left: 0
- Initial antenna violation count: 0
- Top FF cell, synth: edfxtp_1
- CTS hold repair buffers: 0
- Cell Pwr Density: 317 nW/µm²
- Vias per cell: 4.25
- Adder share: 0
- Critical Setup Path Class: reg -> out
- Core area: 8180 µm²
- Worst min path class: reg -> reg
- Layout cells sized above 1: 0.316
- Met2 wire length: 1.47 mm
- Cell Area, Placed: 3130 µm²
- Lkg Pwr: 1.14 nW
- Post-route cell area: 3280 µm²
- Largest fanout on the critical path: 1
- RSZ-0062 raised after global routing: false
- Ys cells: 130
- Status: finished clean
- CP Data Required Time: 4.16 ns
- Most numerous logic cell after layout: edfxtp_1
- FFs w/ async S/R, synth: 0
- Vias in the first global route: 1230
- Port bufs: 51
- Ports: 52
- Critical R2R Launch: bclkEdge[0]$_DFF_P_
- Yosys Warn Count: 2
## layer usage
metal | GRT usage | up-vias
met2 | 0.120 | 53
met3 | 0.0469 | 8
met4 | 0.0154 | 0
met1 | 0.173 | 599
met5 | 0 | -
li1 | - | 607
## report_power, final
group	internal (W)	total [W]	switching, W
registers	0.000591	0.000600	0.00000950
clock network	0.000171	0.000337	0.000166
logic	0.0000675	0.000102	0.0000345
## cell usage after synthesis, types with 2 or more instances
library cell   n  share of area
inv_1          2         0.0030
dfxtp_1        5          0.040
mux2_2        38           0.17
mux2_4         9          0.054
buf_4          3         0.0089
edfxtp_1      57           0.68
and2_1         8          0.020
nor2_1         2         0.0030
## final cells by class
cell class,instances,area share
multi-input combinational,60,0.199
clock inverter,2,0.00267
timing repair buffer,53,0.160
inverter,2,0.00229
clock buffer,14,0.0435
tap,105,0.0400
sequential,62,0.552
## flip-flops by register name, summed over array words and instances (netlist names)
signal	cells
bclkEdge	2
frameSync	1
loutData	1
lrEdge	2
outputShift	56
## path summary, 6_finish.rpt
check,end,cells past startpoint
worst min-delay path,lrEdge[1]$_DFF_P_,0
worst max-delay path,loutData,1
worst min register to register,lrEdge[1]$_DFF_P_,0
worst max register to register,outputShift[60]$_DFFE_PP_,3
## through the flow
stage / util / instances / hold slack, ns / power, W / setup slack, ns
floorplan: - / 130 / 0.331 / 0.000666 / 2.00
global placement: 0.383 / 282 / 0.353 / 0.000714 / 3.15
detailed placement: 0.383 / 282 / 0.341 / 0.000714 / 3.13
CTS: 0.401 / 298 / 0.361 / 0.00106 / 3.04
global route: 0.401 / 298 / 0.378 / 0.00109 / 2.98
finish: 0.401 / 298 / 0.360 / 0.00104 / 3.06
## worst reg2reg max path, stage by stage (launching register included)
cell and delay [ns]:
dfxtp_1 0.35, nor2b_4 0.49, buf_4 0.54, mux2_2 0.40
## logic make-up after synthesis
logic type | count (synthesis)
buffers and inverters | 8
AOI/OAI and AO/OA | 1
DFF | 62
and+or+nand+nor | 12
muxes | 47
Power and IR drop assume default switching activity.
